## design.v

```verilog
package mux_header;
	parameter LENGHT_RAM = 131072;  
	parameter LENGHT_RAM_Rx = 12288;
	parameter WIDTH_RAM = 32;
	parameter RANG_RAM = 31;
	parameter MSB_RAM = 31;
	parameter MSB_CNT_DATA = 19;
	parameter RANG_RAM_RX = 29;
	parameter RANG_CNT_TX = 31;
	parameter MSB_LENGHT_REG_BRAM_CNT = 24;
	parameter LENGHT_CNT_RX = 24;
	parameter LAST_TACT_DATA_IN_N = 28;
	parameter LAST_TACT_DATA_IN_V = 24;
	parameter CNT_VSK_PACK = 16;
    parameter MSB_ADDR_VSK = 16;
    parameter BIT_ONCE_VSK = 6;
    parameter BIT_ONCE_NSK = 7;
	parameter MSB_RAM_RX_WIDTH = 19; 
	parameter MSB_RAM_TX_WIDTH = 12;
	parameter LENGHT_BRAM_NSK = 2048;
	parameter LENGHT_BRAM_VSK = 131072;
	parameter CODE_NSK = 36000;
	parameter CODE_VSK = 6;
	parameter NULL 	= 0;
	parameter ONE 	= 1;
	parameter TWO 	= 2;
	parameter THREE = 3;
	parameter FOUR 	= 4;
	parameter FIVE 	= 5;
	parameter SIX 	= 6;
	parameter SEVEN	= 7;
	parameter IEGHT	= 8;
	parameter NINE	= 9;
	parameter TEN = 10;
	parameter LIMIT_VSK_IN = 1024;
	parameter LIMIT_NSK_IN = 512;
	parameter WINDOW_CUT = 511;
	parameter WINDOW_CUT_0_5 = 255;
endpackage: mux_header
import mux_header::*;  
module switch_data_rx_n_v
(
	input	clk_15_o,
	input				end_data,
	input				data_std,
	input [ONE: NULL]	vsk_rate,
	input			dcod_start_v_i_ram,  
	input			dcod_data_v_i_ram,  
	input			dcod_start_n_i_ram,  
	input			dcod_data_n_i_ram,  
	input 					cod_ce_n_in,
	input					cod_ce_v_in,
	input					dcod_start_v_in,
	input					dcod_start_n_in,
	input	[FIVE: NULL]	dcod_data_v_in,
	input	[THREE: NULL]	dcod_data_n_in,
	output 					cod_ce_n_ram,
	output					cod_ce_v_ram,
	output 					cod_ce_n_out,
	output					cod_ce_v_out,
	output					dcod_start_v_out,
	output					dcod_start_n_out,
	output	[FIVE: NULL]	dcod_data_v_out,
	output	[THREE: NULL]	dcod_data_n_out
);
    logic					dcod_start_v_ram;
    logic                    dcod_start_n_ram;
    logic    [FIVE: NULL]    dcod_data_v_ram;
    logic    [THREE: NULL]    dcod_data_n_ram;
	assign cod_ce_n_out = _cod_ce_n_out;
	assign cod_ce_v_out = _cod_ce_v_out;
	assign dcod_start_v_out = _dcod_start_v_out;
	assign dcod_start_n_out = _dcod_start_n_out;
	assign dcod_data_v_out = _dcod_data_v_out;
	assign dcod_data_n_out = _dcod_data_n_out;
	logic _cod_ce_n_out, _cod_ce_v_out, _dcod_start_v_out, _dcod_start_n_out;
	logic [FIVE:NULL] _dcod_data_v_out;
	logic [THREE: NULL] _dcod_data_n_out;
	logic bb_ce_3_75M, bb_ce_7_5M;
	logic [ONE: NULL] bb_ce_3_75M_cntr;
	assign bb_cod_ce_v_i_ram = (vsk_rate[ONE: NULL] == TWO) ? bb_ce_3_75M : (vsk_rate[ONE: NULL] == ONE) ? bb_ce_7_5M : ONE;
	logic [ONE: NULL] _end_data;
	always @(posedge clk_15_o) begin
	   _end_data <= {_end_data [NULL], end_data};
	   _cod_ce_n_out 	<= (data_std == ONE && _end_data [ONE] == NULL)  ? cod_ce_n_ram 		: cod_ce_n_in;
       _cod_ce_v_out     <= (data_std == ONE && _end_data [ONE] == NULL)    ? cod_ce_v_ram         : cod_ce_v_in;
       _dcod_start_v_out    <= (data_std == ONE && _end_data [ONE] == NULL)    ? dcod_start_v_ram     : dcod_start_v_in; 
       _dcod_start_n_out    <= (data_std == ONE && _end_data [ONE] == NULL)    ? dcod_start_n_ram     : dcod_start_n_in;
       _dcod_data_v_out     <= (data_std == ONE && _end_data [ONE] == NULL)    ? dcod_data_v_ram     : dcod_data_v_in;
       _dcod_data_n_out     <= (data_std == ONE && _end_data [ONE] == NULL)    ? dcod_data_n_ram     : dcod_data_n_in;
	end   
	always @(posedge clk_15_o) 
		if (data_std == ONE) begin
			bb_ce_3_75M_cntr <= bb_ce_3_75M_cntr + ONE;
			if (bb_ce_3_75M_cntr[ONE: NULL] == NULL) 
				bb_ce_3_75M <= ONE;
			else 
				bb_ce_3_75M <= NULL;
			if (bb_ce_3_75M_cntr[NULL] == NULL) 
				bb_ce_7_5M <= ONE;
			else 
				bb_ce_7_5M <= NULL;
		end
	logic dcod_start_v_i_d_ram;
	logic [FIVE: NULL] dcod_data_v_i_d_ram;
	always @(posedge clk_15_o) begin  
		if (data_std == ONE && bb_cod_ce_v_i_ram == ONE) begin
			dcod_start_v_i_d_ram 	<= dcod_start_v_i_ram;  
			dcod_data_v_i_d_ram 	<= dcod_data_v_i_ram;  
		end
	end
	logic we_data_ram;  
	always @(posedge clk_15_o)  
		if (data_std == ONE && we_data_ram == ONE && bb_cod_ce_n_i_ram == ONE) begin
			dcod_start_n_ram 	<= dcod_start_n_i_ram;  
			dcod_data_n_ram 	<= dcod_data_n_i_ram;  
		end
	logic bb_cod_ce_n_i_ram, bb_cod_ce_v_i_ram, cod_ce_n_ram, cod_ce_v_ram;
	always @(posedge clk_15_o) 
		if (data_std == ONE) begin
			dcod_start_v_ram 	<= dcod_start_v_i_d_ram;
			dcod_data_v_ram 	<= dcod_data_v_i_d_ram;
			cod_ce_n_ram 		<= bb_cod_ce_n_i_ram;  
			cod_ce_v_ram		<= bb_cod_ce_v_i_ram;
		end
	logic [IEGHT: NULL] bb_cod_ce_n_cntr;
	always @(posedge clk_15_o) 
		if (data_std == ONE) begin
			if (bb_cod_ce_n_cntr == NULL) bb_cod_ce_n_cntr <= WINDOW_CUT; else bb_cod_ce_n_cntr <= bb_cod_ce_n_cntr - ONE;
			if (bb_cod_ce_n_cntr == NULL) bb_cod_ce_n_i_ram <= ONE; else bb_cod_ce_n_i_ram <= NULL;  
			if (bb_cod_ce_n_cntr == WINDOW_CUT_0_5) we_data_ram <= ONE; else we_data_ram <= NULL;  
		end
endmodule
```

## run.sh

```bash
#!/bin/bash
# OpenROAD 26Q1-2900-gdf79404cd8, Yosys 0.63+post, stock flow scripts
make -C /OpenROAD-flow-scripts/flow DESIGN_CONFIG=/design/flow/config.mk WORK_HOME=/design/flow/orfs finish
```

## config.mk

```make
export PLATFORM = sky130hd
export DESIGN_NAME = switch_data_rx_n_v
export DESIGN_NICKNAME = switch_data_rx_n_v
export VERILOG_FILES = /design/flow/design.v
export SDC_FILE = /design/flow/constraint.sdc
export NUM_CORES = 4
export LEC_CHECK = 1
export CORE_UTILIZATION = 30
```

## constraint.sdc

```tcl
current_design switch_data_rx_n_v

set clk_period 3.7
set clk_io_pct 0.2

create_clock -name clk0 -period $clk_period [get_ports {clk_15_o}]

set non_clock_inputs [all_inputs -no_clocks]
set_input_delay [expr $clk_period * $clk_io_pct] -clock clk0 $non_clock_inputs
set_output_delay [expr $clk_period * $clk_io_pct] -clock clk0 [all_outputs]
```

==> results.txt <==
Synthesis and PnR results.

- Setup repair after global routing left no endpoint under its margin.
- The combinational share of power is 9.7%.
- The quantity of I/O buffers inserted on ports is 38.
- The run finished, with violations left.
- The share of synthesized cell area in and-or and or-and compound cells reads 2.92%.
- The final reports fail on design-rule violations.
- The tally of nets with antenna violations remaining after routing reads 0.
- Data arrives at the worst endpoint at 2150 ps.
- The overall global routing resource usage reads 9.70%.
- The main combinational cell family by area after synthesis reads simple AND/OR/NAND/NOR gates.
- The violation count after the first detailed-routing iteration reads ~45.
- The portion of the post-synthesis area used by sequential elements reads 69.3%.
- Global routing finished with a remaining overflow of 0.
- The mean area per synthesized cell is 14.2 um^2.
- According to the floorplan report, the die height is roughly 70 um.
- The number of warnings reported in the stage logs is 26.
- The portion of the clock cycle consumed by the worst path in the final layout is about 54%.
- The transition time at the pin with the least slew margin is approximately 570 ps.
- The number of vias per cell after detailed routing reads about 4.4.
- Net switching is between 20% and 30% of the power.
- The maximum number of buffers from clock root to sink reads 2.
- The xor/xnor cell area share of the yosys netlist reads about 1.9%.
- The final antenna diode tally reported by the flow is 0.
- The hold violation total from the final report reads 0.
- The number of buffers added to fix hold violations after cts reads 0.
- The type of the setup path with the least slack is in -> reg.
- The startpoint type of the worst setup path reads a primary input.
- The count of cells in the finished layout, fillers not included, comes to a little under 200.
- The first detailed-routing pass took roughly 56 iterations.
- After synthesis, the netlist uses 28 different library cells.
- The synthesized-area fraction occupied by adder cells reads under 10%.
- The number of antenna violations at the first check in global routing reads 0.
- The fraction of power consumed by sequential logic is 57.9%.
- The yosys stat cell total reads around 100.
- The CTS sink count reads 38.
- The yosys-reported design area after synthesis reads around 1400 um^2.
- The count of library flops with an enable pin reads 22.
- The maximum level of the CTS H-tree is 2.
- The worst setup path is captured at a flop.
- The multiplexer share of the synthesized area reads ~4.8%.
- The maximum VDD drop is 0.000124 V.
- The time the final worst path needs with I/O delays and setup reads 1980 ps.
- The dominant synthesized flop cell reads edfxtp_1.
- The die extent in x is between 70 and 80 um.
- The tool flagged a number of max-cap violations equal to 0.
- The first-pass GRT wire length is roughly 3700 um.
- The worst min-delay path class is reg -> reg.
- The routed design shows a wire length per standard cell of between 10 and 15 um.
- Per the skew report, the later register of the worst-skew pair sees a clock latency of around 280 ps.
- STA lists the maximum fanout along the critical path as 21.
- The pre-placement core utilization is a little under a third.
- After clock tree synthesis, the setup repair step added 0 buffers.
- For this run, the share of the core covered by cells in the final layout is between 40 and 50%.
- The aggregate routed wire length is between 2000 and 2500 um.
- The number of rows created at floorplan reads 24.
- The area fraction in and, or, nand and nor cells is between 15 and 20%.
- The HPWL after detailed placement is between 1500 and 2000 um.
- The number of buffers inserted during clock tree synthesis is 5.
- The number of max-slew violations in the final report is 0.
- Headroom to the max-slew limit came out at roughly 62%.
- The power per standard cell area is 442 nW/um^2.
- The worst-case setup margin in the final layout is about 1700 ps.
- The netlist area before placement is around 1400 um^2.
- The switching power summed over all nets reads approximately 0.17 mW.
- The number of global-route vias before repair came to a little under 800.
- The number of instances in the synthesized netlist reads about 100.
- The flow reports an fmax of 505 MHz.
- The layout-stage area growth over the synthesis result is 37.4%.
- Entering global routing, the biggest net connects 22 pins.
- The internal portion of total power is between 0.6 and 0.7 mW.
- The static leakage reads ~0.75 nW.
- The clock edge transition at the registers on the reported setup and hold paths reads ~70 ps.
- The warning count from the yosys run is 1.
- The total I/O pin count reads 39.
- The final setup violation count is 0.
- In this run the standard cell core region covers 4440 um^2.
- The post-placement worst setup slack reads around 1400 ps.
- The data required time of the worst path reads ~3900 ps.
- The root cell of the clock tree reads clkbuf_8.
- The total negative slack reads 0 ps.
- The final RePlAce weighted congestion reads roughly 0.80.
- The post-route netlist has 11.7% of its cells at a drive strength greater than 1.
- The total die size reads between 4000 and 5000 um^2.
- The TritonCTS clock tree is built.
- The count of filler cells inserted in the layout reads 401.
- The via total after detailed routing is between 800 and 900.
- For this run, asynchronously set or reset flops after synthesis account for 0%.
- The worst-case clock skew is between 3 and 4 ps.
- The number of cells after detailed placement is between 150 and 200.
- The share of power burned in the clock network is around 32%.
- In this run, post-CTS repair resized a total of 0 instances.
- The DRC violation total left in the routed layout is recorded as 1.
- The post-synthesis register bit count is 38.
-- stage by stage --
| stage | instance area (um^2) | hold WS (ps) | power, mW |
|---|---|---|---|
| after floorplan | 1420 | 310 | 0.536 |
| after global placement | 1850 | 317 | 0.590 |
| after detailed placement | 1850 | 318 | 0.592 |
| after CTS | 1950 | 335 | 0.874 |
| after global routing | 1950 | 337 | 0.907 |
| final | 1950 | 330 | 0.860 |
-- final cells by class --
class / count / area (um^2) / share of cell area, %
flip-flops and latches: 38 / 981 / 50.4
well taps: 52 / 65.1 / 3.34
clock buffers: 7 / 86.3 / 4.44
clock inverters: 1 / 5.00 / 0.257
repair buffers: 39 / 388 / 19.9
multi-input cells: 53 / 394 / 20.3
inverters: 7 / 26.3 / 1.35
-- cells in the final DEF, fill, tap and decap left out --
| cell | count |
|---|---|
| or4b_4 | 1 |
| nor4_4 | 1 |
| mux2_2 | 6 |
| clkdlybuf4s50_1 | 38 |
| buf_4 | 1 |
| a21oi_1 | 2 |
| clkbuf_8 | 6 |
| inv_1 | 7 |
| nand2b_1 | 1 |
| a21o_1 | 1 |
| ha_1 | 3 |
| nor2_1 | 7 |
| and2_1 | 9 |
| o31ai_1 | 1 |
| a22oi_1 | 1 |
| edfxtp_1 | 22 |
| nor3_1 | 2 |
| xor2_1 | 2 |
| nor4b_2 | 1 |
| nor4_1 | 1 |
| nand4_1 | 2 |
| and3_1 | 2 |
| and4_1 | 1 |
| a221oi_1 | 1 |
| xnor2_1 | 1 |
| nand2_1 | 4 |
| clkbuf_1 | 1 |
| nand3b_1 | 1 |
| nand3_1 | 2 |
| clkinv_2 | 1 |
| dfxtp_1 | 16 |
-- per-layer routing --
metal	vias up	routed length (um)	global-route usage [%]
li1	442	-	-
met1	376	972	15.2
met2	40	947	13.7
met3	2	246	4.05
met4	0	1	1.33
met5	-	0	0
-- power groups by stage --
stage / registers [mW] / clock network (mW) / logic, mW
after CTS: 0.498 / 0.291 / 0.0850
after global routing: 0.502 / 0.312 / 0.0937
final: 0.498 / 0.278 / 0.0836
-- cell usage after synthesis (2+ instances only) --
cell type	count	area, um^2
xor2_1	2	17.5
edfxtp_1	22	661
ha_1	3	37.5
nand2_1	4	15.0
dfxtp_1	16	320
and2_1	9	56.3
nand3_1	2	10.0
mux2_2	6	67.6
and3_1	2	12.5
nor2_1	7	26.3
nand4_1	2	12.5
a21oi_1	2	10.0
nor3_1	2	10.0
inv_1	7	26.3
-- critical path, cell delays in order --
cell,delay [ps]
clkdlybuf4s50_1,460
buf_4,260
nand2b_1,320
mux2_2,370
-- sequential cells by signal, indices dropped and copies added (netlist names) --
signal,count
dcod_data_v_ram,1
cod_ce_v_ram,1
dcod_data_n_ram,1
dcod_data_v_i_d_ram,1
_end_data,2
_dcod_start_n_out,1
dcod_start_v_i_d_ram,1
_dcod_data_v_out,6
bb_cod_ce_n_i_ram,1
dcod_start_n_ram,1
_dcod_start_v_out,1
bb_ce_3_75M,1
bb_ce_3_75M_cntr,2
bb_cod_ce_n_cntr,9
dcod_start_v_ram,1
_cod_ce_n_out,1
cod_ce_n_ram,1
_cod_ce_v_out,1
we_data_ram,1
_dcod_data_n_out,4
-- cell families after synthesis --
group / count (synthesis)
AOI/OAI and AO/OA: 6
and+or+nand+nor: 35
muxes: 6
adders and majority gates: 3
buffers and inverters: 9
xor gates and xnor gates: 3
DFF: 38
-- final timing paths --
check	start	end	slack (ps)	cells after the start
worst max-delay path	data_std	_cod_ce_v_out$_DFF_P_	1720	4
worst min-delay path	_end_data[0]$_DFF_P_	_end_data[1]$_DFF_P_	330	0
worst max register to register	bb_cod_ce_n_cntr[0]$_SDFFCE_PP1P_	bb_cod_ce_n_cntr[8]$_SDFFCE_PP1P_	1890	5
worst min register to register	_end_data[0]$_DFF_P_	_end_data[1]$_DFF_P_	330	0
No activity file was given, so power comes from the tool's default toggle rates.
